==> /design/flow/design.v <==
`timescale 1ns / 1ps
module Controller(
 input [4:0]opCode,
 input D,      
 input CF,     
 input ZF,     
 input CLK,    
 input Reset_in,
 output reg  Reset_out,
 output reg [3:0] Current_state_test,
 output reg ALU_MUX,
 output reg [3:0] ALU_OP,
 output reg PC_INC,
 output reg PC_LOAD,
 output reg IR_WR_CLK,
 output reg RAM_WR,
 output reg RAM_RD,
 output reg FLAG_WR_CLK,
 output reg RAM_MUX,
 output reg MDR_WR_CLK,
 output reg A_WR_CLK,
 output reg ALU_EN
    );
 parameter S0 = 4'b0000, S1 = 4'b0001, S2 = 4'b0010, S3 = 4'b0011, S4 = 4'b0100, S5 = 4'b0101,
  S6 = 4'b0110, S7 = 4'b0111, S8 = 4'b1000, S9 = 4'b1001;
  reg [3:0] Current_State=S0, Next_State=S0;
  reg IR_WR;
  reg MDR_WR;
  reg A_WR;
  reg FLAG_WR;
  reg CLK2=0;
  integer i=0;
  parameter 
  MOVLA = 5'b00000,
  MOVRA = 5'b00001,
  ADDLA = 5'b00111,
  SUBLA = 5'b01000,
  ANDLA = 5'b01011,
  ORLA = 5'b01101,
  XORLA = 5'b01111,
  ADDAR = 5'b01001,
  SUBAR = 5'b01010,
  ANDAR = 5'b01100,
  ORAR = 5'b01110,
  XORAR = 5'b10000,
  MOVAR = 5'b00010,
  INCR = 5'b00101,
  DECR = 5'b00110,
  NOTR = 5'b10001,
  ROLC = 5'b10010,
  RORC = 5'b10011,
  JMP = 5'b10101,
  JZ = 5'b10110,
  JNZ = 5'b10111,
  JC = 5'b11000,
  JNC = 5'b11001,
  MOVIRA = 5'b00011,
  MOVIAR = 5'b00100 ;
  always @(opCode)
  begin
  case(opCode)
  MOVLA:  begin ALU_OP = 4'b1000 ; ALU_MUX = 0; end
  MOVRA:  begin ALU_OP = 4'b1000 ; ALU_MUX = 1; end          
  ADDLA:  begin ALU_OP = 4'b0000 ; ALU_MUX = 0; end
  SUBLA:  begin ALU_OP = 4'b0001 ; ALU_MUX = 0; end
  ANDLA:  begin ALU_OP = 4'b0100 ; ALU_MUX = 0; end
  ORLA:   begin ALU_OP = 4'b0101 ; ALU_MUX = 0; end
  XORLA:  begin ALU_OP = 4'b0110 ; ALU_MUX = 0; end
  ADDAR:  begin ALU_OP = 4'b0000 ; ALU_MUX = 1; end
  SUBAR:  begin ALU_OP = 4'b0001 ; ALU_MUX = 1; end
  ANDAR:  begin ALU_OP = 4'b0100 ; ALU_MUX = 1; end
  ORAR:   begin ALU_OP = 4'b0101 ; ALU_MUX = 1; end
  XORAR:  begin ALU_OP = 4'b0110 ; ALU_MUX = 1; end
  MOVAR:  begin ALU_OP = 4'b1001 ; ALU_MUX = 1; end
  INCR:   begin ALU_OP = 4'b0010 ; ALU_MUX = 1; end
  DECR:   begin ALU_OP = 4'b0011 ; ALU_MUX = 1; end
  NOTR:   begin ALU_OP = 4'b0111 ; ALU_MUX = 1; end
  ROLC:   begin ALU_OP = 4'b1010 ; ALU_MUX = 1; end
  RORC:   begin ALU_OP = 4'b1011 ; ALU_MUX = 1; end
  JMP:   begin ALU_OP = 4'b0000 ; ALU_MUX = 0; end
  JZ:    begin ALU_OP = 4'b0000 ; ALU_MUX = 0; end
  JNZ:   begin ALU_OP = 4'b0000 ; ALU_MUX = 0; end
  JC:    begin ALU_OP = 4'b0000 ; ALU_MUX = 0; end
  JNC:   begin ALU_OP = 4'b0000 ; ALU_MUX = 0; end
  MOVIRA:    begin ALU_OP = 4'b1000 ; ALU_MUX = 1; end
  MOVIAR:    begin ALU_OP = 4'b1001 ; ALU_MUX = 1; end
  default :  begin ALU_OP = 4'b0000 ; ALU_MUX = 0; end
  endcase
  end
  always @(*)
  begin
    IR_WR_CLK = IR_WR && CLK2;
    MDR_WR_CLK = MDR_WR && CLK2;
    A_WR_CLK = A_WR && CLK2;
    FLAG_WR_CLK = FLAG_WR && CLK2;
  end
  always @(negedge CLK)
  begin
    if(i < 50000000)
        begin
        i=i+1;
        end
    else
        begin
        i=0;
        CLK2=~CLK2;
        end
  end
  always @(negedge CLK2,posedge Reset_in)  
  begin
   if (Reset_in == 1)  
    begin
        Current_State = S0; 
        Reset_out = 1;
    end
    else 
    begin
        Current_State = Next_State;
        Reset_out = 0;
    end 
  end
  always @ (Current_State)  
  begin 
    case(Current_State)
    S0:
        begin
        Current_state_test = 4'b0000;
        IR_WR = 1;
        RAM_RD = 1;
        RAM_WR = 1;
        MDR_WR = 0;
        ALU_EN = 0;
        A_WR = 0;
        PC_INC = 0;
        PC_LOAD	= 1;
        RAM_MUX = 0;
        FLAG_WR = 0;			
        Next_State = S1;
        end
    S1:
    begin
        Current_state_test = 4'b0001;
        IR_WR = 0;
        RAM_RD = 0;
        RAM_WR = 1;
        MDR_WR = 1;
        ALU_EN = 1;
        A_WR = 0;
        PC_INC = 1;
        PC_LOAD	= 1;
        RAM_MUX = 0;
        FLAG_WR = 0;
        case(opCode)
        MOVLA , MOVRA , ADDLA , SUBLA , ANDLA , ORLA , XORLA :
           Next_State= S2;
        ADDAR , SUBAR , ANDAR , ORAR , XORAR :
            if (D == 0) 
                Next_State = S2;						
            else
                Next_State = S3;
        MOVAR , INCR , DECR , NOTR , ROLC , RORC:
            Next_State = S3;
        JMP :
            Next_State = S4;
        JZ :
            if(ZF == 0)
                Next_State = S0;
            else
                Next_State = S4;
        JNZ :
            if(ZF== 0)
                Next_State = S4;
            else
                Next_State = S0;
        JC :
            if(CF == 0)
                Next_State = S0;
            else
                Next_State = S4;
        JNC :
            if(CF == 0)
                Next_State = S4;
            else
                Next_State = S0;
        MOVIRA:
            Next_State = S5;
        MOVIAR:
            Next_State = S7;
        default:
            Next_State = S0;                           
        endcase
    end
    S2:
    begin
        Current_state_test = 4'b0010;
        IR_WR = 0;
        RAM_RD = 1;
        RAM_WR = 1;
        MDR_WR = 0;
        ALU_EN = 0;
        A_WR = 1;
        PC_INC = 0;
        PC_LOAD	= 1;
        RAM_MUX = 0;
        FLAG_WR = 1;
        Next_State = S0;
    end
    S3:
    begin
        Current_state_test = 4'b0011;
        IR_WR = 0;
        RAM_RD = 1;
        RAM_WR = 0;
        MDR_WR = 0;
        ALU_EN = 0;
        A_WR = 0;
        PC_INC = 0;
        PC_LOAD	= 1;
        RAM_MUX = 0;
        FLAG_WR = 1;
        Next_State = S0;
    end
    S4:
    begin
        Current_state_test = 4'b0100;
        IR_WR = 0;
        RAM_RD = 1;
        RAM_WR = 1;
        MDR_WR = 0;
        ALU_EN = 0;
        A_WR = 0;
        PC_INC = 0;
        PC_LOAD	= 0;
        RAM_MUX = 0;
        FLAG_WR = 0;
        Next_State = S0;
    end
    S5:
    begin
        Current_state_test = 4'b0101;
        IR_WR = 0;
        RAM_RD = 0;
        RAM_WR = 1;
        MDR_WR = 1;
        ALU_EN = 1;
        A_WR = 0;
        PC_INC = 0;
        PC_LOAD	= 1;
        RAM_MUX = 1;
        FLAG_WR = 0;
        Next_State = S6;
    end
    S6:
    begin
        Current_state_test = 4'b0110;
        IR_WR = 0;
        RAM_RD = 1;
        RAM_WR = 1;
        MDR_WR = 0;
        ALU_EN = 0;
        A_WR = 1;
        PC_INC = 0;
        PC_LOAD	= 1;
        RAM_MUX = 1;
        FLAG_WR = 1;
        Next_State = S0;
    end
    S7:
    begin
        Current_state_test = 4'b0111;
        IR_WR = 0;
        RAM_RD = 1;
        RAM_WR = 1;
        MDR_WR = 0;
        ALU_EN = 0;
        A_WR = 0;
        PC_INC = 0;
        PC_LOAD	= 1;
        RAM_MUX = 1;
        FLAG_WR = 0;
        Next_State = S8;
    end
    S8:
    begin
        Current_state_test = 4'b1000;
        IR_WR = 0;
        RAM_RD = 1;
        RAM_WR = 0;
        MDR_WR = 0;
        ALU_EN = 0;
        A_WR = 0;
        PC_INC = 0;
        PC_LOAD	= 1;
        RAM_MUX = 1;
        FLAG_WR = 0;
        Next_State = S9;
    end
    S9:
    begin
        Current_state_test = 4'b1001;
        IR_WR = 0;
        RAM_RD = 1;
        RAM_WR = 1;
        MDR_WR = 0;
        ALU_EN = 0;
        A_WR = 0;
        PC_INC = 0;
        PC_LOAD	= 1;
        RAM_MUX = 1;
        FLAG_WR = 0;
        Next_State = S0;
    end
    endcase
  end
endmodule
==> /design/flow/run.sh <==
#!/bin/bash
# OpenROAD 26Q1-2900-gdf79404cd8, Yosys 0.63+post, stock flow scripts
make -C /OpenROAD-flow-scripts/flow DESIGN_CONFIG=/design/flow/config.mk WORK_HOME=/design/flow/orfs finish
==> /design/flow/config.mk <==
export PLATFORM = sky130hd
export DESIGN_NAME = Controller
export DESIGN_NICKNAME = Controller
export VERILOG_FILES = /design/flow/design.v
export SDC_FILE = /design/flow/constraint.sdc
export NUM_CORES = 4
export LEC_CHECK = 1
export CORE_UTILIZATION = 30
==> /design/flow/constraint.sdc <==
current_design Controller

set clk_period 4.3
set clk_io_pct 0.2

create_clock -name clk0 -period $clk_period [get_ports {CLK}]

set non_clock_inputs [all_inputs -no_clocks]
set_input_delay [expr $clk_period * $clk_io_pct] -clock clk0 $non_clock_inputs
set_output_delay [expr $clk_period * $clk_io_pct] -clock clk0 [all_outputs]
==> impl_metrics.ini <==
; yosys + openroad results
[floorplanning]
fp_util_pct = 31.2
die_y_um = 91.9
dieArea_mm2 = 0.00845
core_area_mm2 = 0.00777
die_x_um = 91.9
pin_count = 30
num_rows = 32

[clock_network]
hold_buffers = 0
htree_levels = 2
cts_tree = built
cts_root_buf = clkbuf_8
clk_transition_reported_paths_ps = 40
cts.path.max_buffers = 2
numCtsBuffers = 5
worstSkewPairLatency_ps = 350

[timing]
whs_ps = 441
untimed_endpoints = 32
rsz0062_at_grt = no
hold_violations = 0
tightest_slew_ps = 827
fin_tns_setup_ps = 0
worst_slack_ps = 113
slew_headroom_pct = 44.4
finalMaxSlewViolations = 0
clock-skew-final_ps = 15.5
unclocked_regs = 22
setup_viol = 0

[power]
sequentialPowerShare_pct = 44.6
cellPowerDensity_mw_per_mm2 = 231
p_int_mw = 0.487
clock_power_share_pct = 47.7
p_leak_nw = 1.39
p_sw_mw = 0.209
swShare_pct = 30.0
power_frac_comb_pct = 7.7
vdd_drop_max_mv = 0.199

[job]
max_cap_viol_count = 0
warnings = 61

[detailed_routing]
wl_per_cell_um = 10.2
remaining_drc_errors = 0
num_antenna_cells = 0
vias = 2076
drt_pass1_iterations = 4
drt-initial-drc-count = 121
post_drt_via_cell_ratio = 4.61
wl_um = 4610
drtAntennaViolNets = 0

[yosys]
synth_warnings = 1
edf_count = 1
ys.flop_type = dfxtp_1
synth-async-reset-ratio_pct = 9.09
synth_top_cell_by_area = dfxtp_1
ys_cells = 288
topCellsByArea = dfxtp_1 26%, dlxtn_1 11%, xor2_1 7.2%, nor2_1 7.0%, dfrtn_1 4.1%
synth_cells = 288
synth_cell_types = 53
syn_avg_cell_area_um2 = 8.42
yosys_area_mm2 = 0.00242
yosysTopAreaCellShare_pct = 26.4
ys_ff = 55
syn-cell-area_mm2 = 0.00242

[global_route]
grt_pass1_wl_um = 8140
grt_max_degree = 23
grt_use_total_pct = 11.6
antenna_found_initial = 0
grt_pass1_vias = 1960
grt.overflow.total = 0

[worst_setup_path]
ff2ff_path_depth = 5
cp_top_family = flip-flops
cp_num_cells = 2
path_class = reg2out
required_ps = 3440
cp_slowest_cell = edfxtp_1
critPathArrivalTime_ps = 3330
crit_path_max_fanout = 5
cp_cell_sequence = and2_1 -> dlygate4sd2_1
critPathLaunchType = flop
path_buffers = 1
end_kind = output port
cpPeakStageDelay_ps = 430

[cells_and_area]
seq_area_mm2 = 0.00105
drive_above_1_share_pct = 4.60
fillers = 793
logic_area_mm2 = 0.00127
final_util_pct = 38.8
area_growth_pct = 24.4

[place]
dp_hpwl_um = 3200
place_congestion = 0.826
port_buffers = 29
dp_slack_ps = 208

[min_path]
hp-class = reg2reg
hold_depth = 2

[status]
status = finished clean
[registers in the layout, summed over array words and instances (netlist names), 4 cells and up]
signal,flops
i,32
Current_state_test,4
Next_State,4
Current_State,4
[layout by cell type, fill, tap and decap left out, drive strengths merged, types with 6 or more instances in the layout]
cell,n
dfxtp,32
xor2,20
and2,6
nor2,45
o21ai,9
xnor2,7
nand2,21
clkdlybuf4s50,25
nand4,10
nand3,14
inv,47
dlxtn,17
nor3,8
a21oi,11
[layout make-up]
cell class | instances | area share (%)
Multi-Input combinational cell | 208 | 42.3
Sequential cell | 55 | 34.9
Timing Repair Buffer | 33 | 10.5
Clock inverter | 36 | 4.48
Tap cell | 102 | 4.23
Clock buffer | 5 | 2.28
Inverter | 11 | 1.37
[power by group through the flow]
stage / sequential (mW) / clock (mW) / combinational (mW)
4_1_cts: 0.310 / 0.352 / 0.0537
5_1_grt: 0.309 / 0.394 / 0.0595
6_report: 0.310 / 0.332 / 0.0535
[worst paths after layout]
kind	slack, ps	to	from
hold reg to reg	440	i[31]$_SDFF_NN0_	i[31]$_SDFF_NN0_
setup / recovery	110	A_WR_CLK	CLK2$_DFFE_NN_
hold / removal	440	i[31]$_SDFF_NN0_	i[31]$_SDFF_NN0_
setup reg to reg	1980	CLK2$_DFFE_NN_	i[12]$_SDFF_NN0_
[what timing repair did]
item	CTS	global route
setup buffers	2	0
pin swaps	2	0
gates resized	5	0
setup endpoints to repair	4	1
[metal layers]
layer / vias up / GRT usage [%] / routed length (µm)
met5: - / 0 / 0
met4: 0 / 3.91 / 55
met3: 8 / 2.87 / 136
met2: 30 / 17.5 / 2070
met1: 938 / 16.5 / 2350
li1: 1100 / - / -
[stage by stage]
step                cells  cell area (µm²)  total power [mW]
detailed placement    409             2810             0.416
global route          450             3020             0.763
floorplan             288             2420             0.393
finish                450             3020             0.696
global placement      409             2810             0.416
CTS                   451             3020             0.716
[synthesized netlist by cell type, types with 3 or more instances]
master,n
inv_1,12
nand3b_1,3
nand4_1,9
o21ai_0,8
nor2b_1,3
buf_2,3
or3_1,4
nor4_1,3
and3_1,4
dfxtp_1,32
a21oi_1,11
o22ai_1,4
ha_1,5
and2_1,6
xnor2_1,7
dlxtn_1,17
dfrtn_1,4
nor2_1,45
nor3b_1,3
xor2_1,20
nor3_1,8
nand3_1,13
mux2i_1,3
clkbuf_1,10
nand2_1,21
[kinds of logic after synthesis]
kind of cell	after synthesis	share of synthesized area, %
flops	38	32.9
latches	17	10.5
fa+ha+maj	5	2.58
mux	4	1.70
buf+inv	25	4.02
other cells	1	0.155
xor+xnor	27	9.75
compound gates	40	10.9
simple gates	131	27.5
[worst min-delay path: stages (launching register included)]
cell     delay [ps]
dfxtp_1         310
inv_1            50
a41oi_1          30
No activity file was given, so power comes from the tool's default toggle rates.
